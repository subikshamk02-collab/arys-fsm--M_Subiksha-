<file path="./design.v">
`timescale 1ns/1ps
module ride_fsm #(
  parameter int DEBOUNCE_CYCLES = 3,
  parameter int PERSIST_CYCLES  = 5,
  parameter int SHUTDOWN_TIMEOUT= 20
)(
  input  logic clk,
  input  logic rst_n,
  input  logic vibration_raw,
  input  logic queue_raw,
  input  logic brake_raw,
  input  logic restraint_raw,
  input  logic mask_vibration,
  input  logic mask_queue,
  input  logic mask_brake,
  input  logic mask_restraint,
  output logic [1:0] state,
  output logic alarm,
  output logic [2:0] fault_code
);
  typedef enum logic [1:0] {S_NORMAL=2'd0,S_WARNING=2'd1,S_FAULT=2'd2,S_SHUTDOWN=2'd3} state_t;
  state_t cur_state, nxt_state;
  logic vibration_db, queue_db, brake_db, restraint_db;
  integer cnt_vib, cnt_queue, cnt_brake, cnt_rest;
  task automatic debounce(
    input  logic raw,
    inout  logic db,
    inout  integer cnt
  );
    if (raw==db) cnt = 0;
    else begin
      cnt++;
      if (cnt>=DEBOUNCE_CYCLES) begin
        db = raw;
        cnt=0;
      end
    end
  endtask
  always_ff @(posedge clk or negedge rst_n) begin
    if (!rst_n) begin
      vibration_db<=0; queue_db<=0; brake_db<=0; restraint_db<=0;
      cnt_vib=0; cnt_queue=0; cnt_brake=0; cnt_rest=0;
      cur_state<=S_NORMAL;
    end else begin
      debounce(vibration_raw,vibration_db,cnt_vib);
      debounce(queue_raw,queue_db,cnt_queue);
      debounce(brake_raw,brake_db,cnt_brake);
      debounce(restraint_raw,restraint_db,cnt_rest);
      cur_state<=nxt_state;
    end
  end
  logic vib,que,brk,res;
  always_comb begin
    vib = vibration_db & ~mask_vibration;
    que = queue_db & ~mask_queue;
    brk = brake_db & ~mask_brake;
    res = restraint_db & ~mask_restraint;
  end
  always_comb begin
    if (res)      fault_code=3'd1;
    else if (brk) fault_code=3'd2;
    else if (vib) fault_code=3'd3;
    else if (que) fault_code=3'd4;
    else          fault_code=3'd0;
  end
  logic any_flag = res|brk|vib|que;
  integer persist_cnt;
  always_ff @(posedge clk or negedge rst_n) begin
    if (!rst_n) persist_cnt<=0;
    else if (cur_state==S_WARNING || cur_state==S_FAULT) begin
      if (any_flag) persist_cnt<=persist_cnt+1;
      else persist_cnt<=0;
    end else if (cur_state==S_NORMAL && any_flag) persist_cnt<=1;
    else persist_cnt<=0;
  end
  always_comb begin
    nxt_state=cur_state;
    unique case(cur_state)
      S_NORMAL:  if(any_flag) nxt_state=S_WARNING;
      S_WARNING: begin
        if(res||brk) nxt_state=S_FAULT;
        else if(persist_cnt>=PERSIST_CYCLES) nxt_state=S_FAULT;
        else if(!any_flag) nxt_state=S_NORMAL;
      end
      S_FAULT: begin
        if(persist_cnt>=SHUTDOWN_TIMEOUT || res) nxt_state=S_SHUTDOWN;
        else if(!any_flag) nxt_state=S_WARNING;
      end
      S_SHUTDOWN: nxt_state=S_SHUTDOWN;
    endcase
  end
  assign state=cur_state;
  assign alarm=(cur_state!=S_NORMAL);
endmodule
</file>
<file path="./run.sh">
#!/bin/bash
# OpenROAD 26Q1-2900-gdf79404cd8, Yosys 0.63+post, stock flow scripts
make -C /OpenROAD-flow-scripts/flow DESIGN_CONFIG=/design/flow/config.mk WORK_HOME=/design/flow/orfs finish
</file>
<file path="./config.mk">
export PLATFORM = sky130hd
export DESIGN_NAME = ride_fsm
export DESIGN_NICKNAME = ride_fsm
export VERILOG_FILES = /design/flow/design.v
export SDC_FILE = /design/flow/constraint.sdc
export NUM_CORES = 4
export LEC_CHECK = 1
export CORE_UTILIZATION = 50
</file>
<file path="./constraint.sdc">
current_design ride_fsm

set clk_period 8.3
set clk_io_pct 0.2

create_clock -name clk0 -period $clk_period [get_ports {clk}]

set non_clock_inputs [all_inputs -no_clocks]
set_input_delay [expr $clk_period * $clk_io_pct] -clock clk0 $non_clock_inputs
set_output_delay [expr $clk_period * $clk_io_pct] -clock clk0 [all_outputs]
</file>
==> impl_metrics.py <==
# Flow results
metrics = {
    "cts": {
        "clk_path_buf_depth": 2,
        "cts.clk_slew.worst_paths_ps": 60,
        "cts_tree": "built",
        "postCtsSetupRepairBufs": 0,
        "clockRootBuffer": "clkbuf_16",
        "cts-buffers-inserted": 17,
        "ctsResizeCount": 0,
        "cts-htree-levels": 4,
        "cts.sinks": 166,
        "clk_latency_ps": 420,
        "hold_buffers": 0,
    },
    "synthesis": {
        "postSynthSeqShare": 0.402,
        "async_reset_ff_frac": 1.00,
        "area_leaders": "dfrtp_1 (40%), xor2_1 (6.7%), xnor2_1 (6.6%)",
        "yosysUniqueCellTypes": 73,
        "largest_area_cell": "dfrtp_1",
        "ys.warnings.count": 1,
        "numSynthFlops": 166,
        "syn_area_um2": 10300,
        "synth_chip_area_um2": 10300,
        "syn_avg_cell_area_um2": 8.87,
        "syn_inst": 1164,
        "ff_type": "dfrtp_1",
        "edf_count": 0,
        "top_cell_area_share": 0.402,
        "ys_cells": 1164,
    },
    "sta": {
        "worstMarginPinSlew_ps": 841,
        "setup_viol": 0,
        "relSlewSlack": 0.434,
        "hold_viol": 0,
        "fin_setup_tns_ps": 0,
        "max_clock_freq_mhz": 207,
        "fin_worst_skew_ps": 8.48,
        "finalCritPeriodShare": 0.583,
        "fin_crit_ps": 4840,
        "rsz0062_at_grt": "false",
        "slew_viol_final": 0,
    },
    "floorplanning": {
        "io-pin-count": 16,
        "core_um2": 20200,
        "die_height_um": 146,
        "die-width_um": 146,
        "fp-row-count": 52,
        "die_area_um2": 21200,
        "fp_util": 0.510,
    },
    "grt": {
        "grt_max_degree": 76,
        "grt_pass1_wl_um": 38100,
        "first_global_vias": 7724,
        "track_usage": 0.224,
        "grt_overflow": 0,
        "antenna_found_initial": 0,
    },
    "setup_path": {
        "cpMostUsedCell": "clkdlybuf4s50_1",
        "r2r-start": "cnt_queue[0]$_DFF_PN0_",
        "cp_max_fo": 3,
        "cp-end-kind": "primary output",
        "worstSetupStartpointType": "primary input",
        "crit_type": "primary input to primary output",
        "reg2reg_to": "cnt_queue[10]$_DFF_PN0_",
        "cp_cell_sequence": "clkdlybuf4s50_1, nor2b_1, inv_1, a21oi_1, clkdlybuf4s50_1",
        "cpPeakStageDelay_ps": 470,
        "reg2reg_slack_ps": 4640,
        "required_ps": 6640,
        "cpMaxStageDelayCell": "clkdlybuf4s50_1",
        "reg2regPathDepth": 10,
        "arrival_ps": 3180,
    },
    "hold_path": {
        "hp-start": "cnt_brake[0]$_DFF_PN0_",
        "hold_path_class": "flip-flop to flip-flop",
        "min_to": "cnt_brake[0]$_DFF_PN0_",
        "whs_path_depth": 1,
    },
    "run_status": {
        "outcome": "completed",
    },
    "cells_and_area": {
        "layout_top_cell": "nor2_1",
        "n_fill_cell": 1794,
        "lay_top_cells": "nor2_1 (172), dfrtp_1 (166), nand2_1 (89), nand3_1 (79), xor2_1 (79)",
        "area_growth_pct": 8.64,
        "drive_above_1_share": 0.0721,
    },
    "routing": {
        "drc": 0,
        "wirelength_um": 21500,
        "ant_nets": 0,
        "wl_per_cell_um": 15.0,
        "first_pass_iters": 5,
        "n_antenna_cell": 0,
        "initialDrtViolationCount": 450,
        "num_vias": 8114,
        "vias_per_cell": 5.65,
    },
    "placement": {
        "portBuffers": 15,
        "dpl.hpwl_um": 14900,
        "place.gp.congestion": 0.887,
    },
    "power_and_ir_drop": {
        "ir_drop_mv": 0.122,
        "power.total_mw": 2.04,
        "leakage_nw": 4.48,
        "p_per_area_nw_per_um2": 182,
    },
    "job": {
        "drv_cap": 0,
        "warnings": 35,
    },
}
cells by family (layout without fill, tap and decap cells):
group | after synthesis | in the layout | share of synthesized area
buffers and inverters | 85 | 86 | 0.0370
adders and majority gates | 16 | 16 | 0.0194
and+or+nand+nor | 626 | 626 | 0.322
xor gates and xnor gates | 157 | 157 | 0.133
DFF | 166 | 166 | 0.402
AOI/OAI and AO/OA | 97 | 97 | 0.0681
muxes | 17 | 17 | 0.0176
synth_stat cells (all sizes together) (22+ instances only):
cell type and instances:
nor2 188, dfrtp 166, nand2 90, nand3 80, xor2 79, xnor2 78, nand4 56, nor3 55
nor4 36, inv 32, and3 31, buf 31, clkbuf 22
worst max-delay path, delay by kind of cell:
family | cells | cell delay (ps)
buffers and inverters | 3 | 980
AND/OR/NAND/NOR | 1 | 380
AND-OR/OR-AND | 1 | 160
where the power goes:
| part | leakage, nW | total, mW | switching, mW | internal (mW) |
|---|---|---|---|---|
| clock | 0.273 | 0.774 | 0.318 | 0.456 |
| combinational | 1.91 | 0.379 | 0.263 | 0.116 |
| sequential | 2.29 | 0.883 | 0.0453 | 0.838 |
metrics by stage:
step / util / area (um^2) / setup WS (ps) / instances / hold WS (ps)
final: 0.554 / 11200 / 3460 / 1435 / 534
after global routing: 0.554 / 11200 / 3320 / 1435 / 580
after CTS: 0.554 / 11200 / 3440 / 1435 / 540
after detailed placement: 0.525 / 10600 / 3450 / 1404 / 528
after global placement: 0.525 / 10600 / 3430 / 1404 / 524
after floorplan: - / 10300 / 4640 / 1164 / 487
layer usage:
layer	GRT usage	part of all wire	vias to the layer above
met1	0.390	0.53	3852
met3	0.0342	0.042	13
met4	0.0226	0.011	0
met2	0.315	0.42	136
met5	0	0	-
li1	-	-	4113
area by class of cell:
| type | count | area (um^2) | share of cell area |
|---|---|---|---|
| well taps | 270 | 338 | 0.0301 |
| repair buffers | 23 | 211 | 0.0189 |
| clock buffers | 19 | 453 | 0.0404 |
| clock inverters | 12 | 130 | 0.0116 |
| flip-flops and latches | 166 | 4150 | 0.370 |
| inverters | 32 | 120 | 0.0107 |
| multi-input cells | 913 | 5810 | 0.518 |
how the worst max path moves through the flow:
| stage | start | end | slack (ps) | cells after the start |
|---|---|---|---|---|
| 5_1_grt | mask_brake | fault_code[1] | 3320 | 5 |
| 6_report | mask_brake | fault_code[1] | 3460 | 5 |
| 4_1_cts | mask_brake | fault_code[1] | 3440 | 5 |
flip-flops by register name (all words and copies together) (netlist names):
signal and cells:
brake_db 1, cnt_brake 32, cnt_queue 32, cnt_rest 32, cnt_vib 32, cur_state 2, persist_cnt 32, queue_db 1
restraint_db 1, vibration_db 1
Power is estimated from default activity; no workload was simulated.
